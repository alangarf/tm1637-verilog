==> design/flow/design.v <==
module hex(
    clk,
    rst,
    data_latch,
    data_in,
    busy,
    scl_en,
    scl_out,
    sda_en,
    sda_out,
    sda_in
    );
    input clk;
    input rst;
    input data_latch;
    input [15:0] data_in;
    input sda_in;
    output reg busy;
    output wire scl_en;
    output wire scl_out;
    output wire sda_en;
    output wire sda_out;
    reg [3:0] hex_in;
    wire [6:0] seg_out;
    hex_to_seg hex_disp (
        hex_in,
        seg_out
    );
    reg [7:0] tm_byte;
    reg tm_latch;
    reg tm_stop_bit;
    wire tm_busy;
    tm1637 disp (
        clk,
        rst,
        tm_latch,
        tm_byte,
        tm_stop_bit,
        tm_busy,
        scl_en,
        scl_out,
        sda_en,
        sda_out,
        sda_in
    );
    localparam [3:0]
        S_IDLE          = 4'h0,
        S_DATAMODE      = 4'h1,
        S_LOCATION      = 4'h2,
        S_WRITE_HEX0    = 4'h3,
        S_WRITE_HEX1    = 4'h4,
        S_WRITE_HEX2    = 4'h5,
        S_WRITE_HEX3    = 4'h6,
        S_DISPLAY       = 4'h7,
        S_LATCH         = 4'h8;
    reg [3:0] cur_state;
    reg [3:0] next_state;
    always @(posedge clk) begin
        if (rst) begin
            cur_state <= S_IDLE;
            next_state <= S_IDLE;
            busy <= 0;
        end else if (data_latch) begin
            cur_state <= S_DATAMODE;
            busy <= 1;
        end else if (busy && tm_busy == 0) begin
            case (cur_state)
                S_IDLE: begin
                    busy <= 0;
                end
                S_DATAMODE: begin
                    tm_byte <= 8'b01000000;
                    tm_stop_bit <= 1;
                    tm_latch <= 1;
                    cur_state <= S_LATCH;
                    next_state <= S_LOCATION;
                end
                S_LOCATION: begin
                    tm_byte <= 8'b11000000;
                    tm_stop_bit <= 0;
                    tm_latch <= 1;
                    hex_in <= data_in[15:12];
                    cur_state <= S_LATCH;
                    next_state <= S_WRITE_HEX3;
                end
                S_WRITE_HEX3: begin
                    tm_byte <= {1'd0, seg_out};
                    tm_stop_bit <= 0;
                    tm_latch <= 1;
                    hex_in <= data_in[11:8];
                    cur_state <= S_LATCH;
                    next_state <= S_WRITE_HEX2;
                end
                S_WRITE_HEX2: begin
                    tm_byte <= {1'd0, seg_out};
                    tm_stop_bit <= 0;
                    tm_latch <= 1;
                    hex_in <= data_in[7:4];
                    cur_state <= S_LATCH;
                    next_state <= S_WRITE_HEX1;
                end
                S_WRITE_HEX1: begin
                    tm_byte <= {1'd0, seg_out};
                    tm_stop_bit <= 0;
                    tm_latch <= 1;
                    hex_in <= data_in[3:0];
                    cur_state <= S_LATCH;
                    next_state <= S_WRITE_HEX0;
                end
                S_WRITE_HEX0: begin
                    tm_byte <= {1'd0, seg_out};
                    tm_stop_bit <= 1;
                    tm_latch <= 1;
                    cur_state <= S_LATCH;
                    next_state <= S_DISPLAY;
                end
                S_DISPLAY: begin
                    tm_byte <= 8'b10001111;
                    tm_stop_bit <= 1;
                    tm_latch <= 1;
                    cur_state <= S_LATCH;
                    next_state <= S_IDLE;
                end
                S_LATCH: begin
                    tm_latch <= 0;
                    cur_state <= next_state;
                end
            endcase
        end
    end
endmodule
module hex_to_seg(
    input [3:0] hex_digit,
    output [6:0] seg
    );
    reg [6:0] seg;
    always @(hex_digit)
        case (hex_digit)
            4'h0: seg = 7'b0111111;
            4'h1: seg = 7'b0000110;
            4'h2: seg = 7'b1011011;
            4'h3: seg = 7'b1001111;
            4'h4: seg = 7'b1100110;
            4'h5: seg = 7'b1101101;
            4'h6: seg = 7'b1111101;
            4'h7: seg = 7'b0000111;
            4'h8: seg = 7'b1111111;
            4'h9: seg = 7'b1100111;
            4'ha: seg = 7'b1110111;
            4'hb: seg = 7'b1111100;
            4'hc: seg = 7'b0111001;
            4'hd: seg = 7'b1011110;
            4'he: seg = 7'b1111001;
            4'hf: seg = 7'b1110001;
        endcase
endmodule
module tm1637(
    clk,
    rst,
    data_latch,
    data_in,
    data_stop_bit,
    busy,
    scl_en,
    scl_out,
    sda_en,
    sda_out,
    sda_in
    );
    input clk;
    input rst;
    input data_latch;
    input [7:0] data_in;
    input data_stop_bit;
    input sda_in;
    output reg busy;
    output reg scl_en;
    output reg scl_out;
    output reg sda_en;
    output reg sda_out;
    reg [7:0] write_byte;
    reg [2:0] write_bit_count;
    reg write_stop_bit;
    reg [3:0] cur_state;
    reg [3:0] next_state;
    reg [9:0] wait_count;
    localparam [9:0] wait_time = 256;  
    localparam [3:0]
        S_IDLE      = 4'h0,
        S_WAIT      = 4'h1,
        S_WAIT1     = 4'h2,
        S_START     = 4'h3,
        S_WRITE     = 4'h4,
        S_WRITE1    = 4'h5,
        S_WRITE2    = 4'h6,
        S_WRITE3    = 4'h7,
        S_ACK       = 4'h8,
        S_ACK1      = 4'h9,
        S_ACK2      = 4'hA,
        S_STOP      = 4'hB,
        S_STOP1     = 4'hC,
        S_STOP2     = 4'hD,
        S_STOP3     = 4'hE;
    always @(posedge clk) begin
        if (rst) begin
            scl_out <= 0;
            sda_out <= 0;
            scl_en <= 0;
            sda_en <= 0;
            cur_state <= S_IDLE;
            next_state <= S_IDLE;
            wait_count <= 0;
            write_bit_count <= 0;
            busy <= 0;
        end else begin
            if (data_latch) begin
                write_byte <= data_in;
                write_stop_bit <= data_stop_bit;
                cur_state <= S_START;
                busy <= 1;
            end else begin
                case (cur_state)
                    S_IDLE: begin
                        scl_en <= 0;
                        sda_en <= 0;
                        busy <= 0;
                    end
                    S_WAIT: begin
                        wait_count <= 0;
                        cur_state <= S_WAIT1;
                    end
                    S_WAIT1: begin
                        wait_count <= wait_count + 1;
                        if (wait_count == wait_time)
                            cur_state <= next_state;
                    end
                    S_START: begin
                        sda_en <= 1;
                        cur_state <= S_WAIT;
                        next_state <= S_WRITE;
                    end
                    S_WRITE: begin
                        scl_en <= 1;
                        write_bit_count <= 0;
                        cur_state <= S_WAIT;
                        next_state <= S_WRITE1;
                    end
                    S_WRITE1:begin
                        sda_en <= ~write_byte[write_bit_count];
                        cur_state <= S_WAIT;
                        next_state <= S_WRITE2;
                    end
                    S_WRITE2: begin
                        scl_en <= 0;
                        cur_state <= S_WAIT;
                        next_state <= S_WRITE3;
                    end
                    S_WRITE3: begin
                        if (write_bit_count != 7) begin
                            write_bit_count <= write_bit_count + 1;
                            scl_en <= 1;
                            cur_state <= S_WRITE1;
                        end else begin
                            scl_en <= 0;
                            cur_state <= S_WAIT;
                            next_state <= S_ACK;
                        end
                    end
                    S_ACK: begin
                        scl_en <= 1;
                        sda_en <= 0;
                        cur_state <= S_WAIT;
                        next_state <= S_ACK1;
                    end
                    S_ACK1: begin
                        scl_en <= 0;
                        cur_state <= S_WAIT;
                        next_state <= S_ACK2;
                    end
                    S_ACK2: begin
                        if (sda_in == 0)
                            sda_en <= 1;
                        cur_state <= S_WAIT;
                        next_state <= write_stop_bit ? S_STOP : S_IDLE;
                    end
                    S_STOP: begin
                        scl_en <= 1;
                        cur_state <= S_WAIT;
                        next_state <= S_STOP1;
                    end
                    S_STOP1: begin
                        sda_en <= 1;
                        cur_state <= S_WAIT;
                        next_state <= S_STOP2;
                    end
                    S_STOP2: begin
                        scl_en <= 0;
                        cur_state <= S_WAIT;
                        next_state <= S_STOP3;
                    end
                    S_STOP3: begin
                        sda_en <= 0;
                        cur_state <= S_WAIT;
                        next_state <= S_IDLE;
                    end
                    default: begin
                        cur_state <= S_IDLE;
                    end
                endcase
            end
        end
    end
endmodule
==> design/flow/run.sh <==
#!/bin/bash
# OpenROAD 26Q1-2900-gdf79404cd8, Yosys 0.63+post, stock flow scripts
make -C /OpenROAD-flow-scripts/flow DESIGN_CONFIG=/design/flow/config.mk WORK_HOME=/design/flow/orfs finish
==> design/flow/config.mk <==
export PLATFORM = sky130hd
export DESIGN_NAME = hex
export DESIGN_NICKNAME = hex
export VERILOG_FILES = /design/flow/design.v
export SDC_FILE = /design/flow/constraint.sdc
export NUM_CORES = 4
export LEC_CHECK = 1
export CORE_UTILIZATION = 50
==> design/flow/constraint.sdc <==
current_design hex

set clk_period 3.7
set clk_io_pct 0.2

create_clock -name clk0 -period $clk_period [get_ports {clk}]

set non_clock_inputs [all_inputs -no_clocks]
set_input_delay [expr $clk_period * $clk_io_pct] -clock clk0 $non_clock_inputs
set_output_delay [expr $clk_period * $clk_io_pct] -clock clk0 [all_outputs]
==> impl_metrics.tcl <==
# flow metrics
set metrics [dict create \
    htree_num_levels 3 \
    io_pins 25 \
    ys_cells 359 \
    cts_hold_buf 0 \
    post_drt_wl_per_cell_um 14.02 \
    die_area_um2 6976 \
    core_um2 6386 \
    synthToLayoutAreaGrowth_pct 12.61 \
    ff2ff_setup_slack_ns 0.64 \
    top_logic_kind "simple AND/OR/NAND/NOR gates" \
    compound_area_share_pct 16.75 \
    cts.repair.resized 0 \
    min_from "tm_byte[1]" \
    crit_path_max_fanout 5 \
    syn_area_per_cell_um2 9.257 \
    ys_seq_share_pct 44.28 \
    drv_cap 0 \
    synthSimpleGateAreaFrac_pct 21.16 \
    synthTopCellsByArea "dfxtp_1 23%, edfxtp_1 21%, nor2_1 5.0%" \
    r2r_cells 9 \
    timing.final.crit_period_ns 3.125 \
    skew_ns 0.008088 \
    viasPerCell 5.429 \
    fin_ws_ns 0.5749 \
    largest_area_cell "dfxtp_1" \
    min_to "disp.write_byte[1]" \
    most_common_cell "nor2_1" \
    rsz0062_at_grt "false" \
    cts.sinks 62 \
    edf_count 23 \
    routed_wl_um 6377 \
    async_flop_share_pct 0 \
    postPlaceCellArea_um2 3553 \
    fill_cells 554 \
    dr.pass1.iters 5 \
    fp.dieW_um 83.53 \
    yosys_warnings 3 \
    drc 0 \
    pre_cts_slack_ns 0.2261 \
    vias 2470 \
    post_cts_buffers 0 \
    endpoint_kind "flip-flop" \
    warnings 31 \
    critPathArrivalTime_ns 3.33 \
    port_buffers 22 \
    clockBufferDepth 2 \
    outcome "complete, no violations" \
    grt_pass1_wl_um 10990 \
    gr-usage-all-layers_pct 19.96 \
    ys.flops 62 \
    antenna_found_initial 0 \
    grt_pass1_vias 2298 \
    holdPathStages 0 \
    worstPathRequired_ns 3.90 \
    finalSetupTns_ns 0 \
    path_clk_slew_ns 0.07 \
    drtIter0Drc 173 \
    rows 29 \
    gr-total-overflow 0 \
    fin_area_um2 3742 \
    finalClockPeriodUsage_pct 84.46 \
    cts_tree "done" \
    ys_sh_mux_pct 5.346 \
    clockRootBuffer "clkbuf_8" \
    worstSetupStartpointType "input pin" \
    timing.rr.end "seg_out[3]" \
    ant_nets 0 \
    synth_adder_area_share_pct 4.142 \
    synth_area_um2 3323 \
    finalWeightedCongestion 0.8205 \
    utilization_pct 58.60 \
    cts_buffers 9 \
    peakVddDrop_mv 0.2170 \
    clkLatencyLatePin_ns 0.33 \
    p_leak_uw 0.001408 \
    hold_path.class "reg -> reg" \
    yosys-top-cells-count "44 x nor2_1, 39 x dfxtp_1, 27 x nand2_1" \
    hold_viol 0 \
    slew_viol_final 0 \
    comb_area_um2 1679 \
    hpwl_um 4454 \
    setup_viol 0 \
    ys_area_um2 3323 \
    xor_area_share_pct 2.899 \
    seqCellArea_um2 1471 \
    fin_hold_ws_ns 0.4157 \
    die_y_um 83.53 \
    initCoreUtil_pct 52.04 \
    n_antenna_cell 0 \
    grt_max_degree 24 \
    netlist_instances 359 \
    fmax_mhz 320.0 \
    top_cell_area_share_pct 23.49 \
    worst-slew-pin-transition_ns 0.8407 \
    yosysUniqueCellTypes 62 \
    ys.flop_type "dfxtp_1" \
    max_slew_margin_pct 43.95 \
    power.density_nw_per_um2 365.4 \
    worstSetupPathType "in -> reg" \
    drive_gt1_share_pct 9.259 \
    r2r_start "cur_state[0]" \
]
[layout by cell type (no fill, tap or decap), types with 3 or more instances in the layout]
master / n
nand2b_1: 5
mux2i_1: 11
clkdlybuf4s50_1: 22
a211oi_1: 7
xnor2_1: 4
o21ai_0: 20
or3_1: 7
clkinv_2: 3
nor2b_1: 7
or3b_2: 3
inv_1: 15
dfxtp_1: 39
a22oi_1: 3
xor2_1: 7
a2bb2oi_1: 6
nand2_1: 27
edfxtp_1: 23
nor3_1: 4
a21o_1: 4
clkbuf_8: 9
ha_1: 11
and3_1: 8
nor3b_1: 3
a21oi_1: 26
nand4_1: 7
buf_4: 4
nor2_1: 44
o21a_1: 3
[cell type report]
cell class	count	share of cell area, %
multi-input cells	259	44.87
repair buffers	26	6.687
inverters	15	1.505
clock inverters	7	1.739
well taps	77	2.574
clock buffers	9	3.310
flip-flops and latches	62	39.32
[how the worst max path moves through the flow]
stage                 slack [ns]          to         start
final                       0.57  seg_out[3]    data_latch
after global routing        0.42  seg_out[5]  cur_state[0]
after CTS                   0.58  seg_out[3]    data_latch
[layer usage]
layer | up-vias | share of wire [%] | global-route usage (%)
met5 | - | 0 | 0
met4 | 0 | 0.61 | 2.311
met3 | 4 | 3.2 | 3.514
met2 | 46 | 43 | 28.76
met1 | 1108 | 53 | 34.42
li1 | 1312 | - | -
[cell families after synthesis]
group                    after synthesis
AND-OR/OR-AND                         85
multiplexers                          15
AND/OR/NAND/NOR                      135
XOR/XNOR                              11
adder cells (fa/ha/maj)               11
other                                  1
buffers and inverters                 39
flip-flops                            62
[worst max-delay path, stage by stage]
cell and delay, ns:
clkdlybuf4s50_1 0.46, or2_1 0.28, or4_4 0.58, inv_1 0.19, mux2_2 0.42, inv_1 0.14
ha_1 0.23, inv_1 0.08, mux2i_1 0.13, mux2i_1 0.08
[stage by stage]
stage | total power [uW] | cells
2_1_floorplan | 780.5 | 360
3_3_place_gp | 812.9 | 439
3_5_place_dp | 812.9 | 439
4_1_cts | 1385 | 455
5_1_grt | 1430 | 455
6_report | 1367 | 455
[power breakdown]
group	total (uW)	internal (uW)	switching, uW
clock	569	306	264
combinational	72.1	39.9	32.2
sequential	726	711	14.5
total	1370	1060	310
[flip-flops by register name, summed over array words and instances, names as in the netlist]
register / flops
busy: 1
cur_state: 4
disp.busy: 1
disp.cur_state: 4
disp.next_state: 4
disp.scl_en: 1
disp.sda_en: 1
disp.wait_count: 10
disp.write_bit_count: 3
disp.write_byte: 8
disp.write_stop_bit: 1
hex_in: 4
next_state: 3
seg_out: 7
tm_byte: 8
tm_latch: 1
tm_stop_bit: 1
Power is estimated from default activity; no workload was simulated.
